==> ./design.v <==
`timescale 1ns / 1ns
module adder(
    input [31:0] A,
    input [31:0] B,
    input c0,
    output [31:0] C
    );
    wire [31:0] C;
    assign C = A + B + c0;
endmodule
module alu(
    input [31:0] A,
    input [31:0] B,
    input [5:0] Op,
    output [31:0] C,
    output Over
    );
    wire [31:0] tmpC_add;
    wire [31:0] tmpC_sub;
    reg [31:0] C;
    reg Over;
    wire [4:0] tmp;	
	assign tmp[0] = A[0];
	assign tmp[1] = A[1];
	assign tmp[2] = A[2];
	assign tmp[3] = A[3];
	assign tmp[4] = A[4];
    adder adder(A,  B, 0, tmpC_add);
    adder suber(A, ~B, 1, tmpC_sub);
    always @(*) begin
		case( Op )
			6'b100000 : begin
			    C = tmpC_add;
				Over = (!(A[31] ^ B[31])) & (A[31] ^ C[31]);
			end
			6'b100010 : begin
				C = tmpC_sub;
				Over = (!(A[31] ^ (!B[31]))) & (A[31] ^ C[31]);
			end
			6'b100001 : begin
				C = tmpC_add;
				Over = 0;
			end
			6'b100011 : begin
				C = tmpC_sub;
				Over = 0;
			end
			6'b000000 : begin
				C = B << tmp;
				Over = 0;
			end
			6'b000010 : begin
				C = B >> tmp;
				Over = 0;
			end
			6'b000011 : begin
				C = ($signed (B)) >>> tmp;
				Over = 0;
			end
			6'b100100 : begin
				C = A & B;
				Over = 0;
			end
			6'b100101 : begin
				C = A | B;
				Over = 0;
			end
			6'b100110 : begin
				C = A ^ B;
				Over = 0;
			end
			default : begin  
				C = A | B;
				C = ~C;
				Over = 0;
			end
		endcase
	end
endmodule
==> ./run.sh <==
#!/bin/bash
# OpenROAD 26Q1-2900-gdf79404cd8, Yosys 0.63+post, stock flow scripts
make -C /OpenROAD-flow-scripts/flow DESIGN_CONFIG=/design/flow/config.mk WORK_HOME=/design/flow/orfs finish
==> ./config.mk <==
export PLATFORM = sky130hd
export DESIGN_NAME = alu
export DESIGN_NICKNAME = alu
export VERILOG_FILES = /design/flow/design.v
export SDC_FILE = /design/flow/constraint.sdc
export NUM_CORES = 4
export LEC_CHECK = 1
export CORE_UTILIZATION = 40
==> ./constraint.sdc <==
current_design alu

set clk_period 22.3
set clk_io_pct 0.2

create_clock -name clk0 -period $clk_period

set non_clock_inputs [all_inputs -no_clocks]
set_input_delay [expr $clk_period * $clk_io_pct] -clock clk0 $non_clock_inputs
set_output_delay [expr $clk_period * $clk_io_pct] -clock clk0 [all_outputs]
==> run notes <==
run metrics: outcome complete, no violations, die span in y 155 um, # Cells Yosys 1413, Antenna diodes 0, LEAKAGE 4.31 nW, crit end category output pin, total power 0.267 mW, Post CTS Setup Buffer Count 0, number of core rows 55, number of warning messages in the yosys log 3, crit start category input port, Total Wirelength 48800 um, pin count of the biggest net entering global routing 63, syn avg cell area 6.66 um2, vias in the first global route 10743, DR iter-0 viols 1334, Flops 0, # placed instances 1741, fin crit share 61.6%, layout cells sized above 1 7.07%, CTS resizes 0, Initial Util 41.2%, clock buffer count 0, Tightest Hold Check Type input port to output pin, Final Max Tran Viols 0, total congestion overflow 0, Flop area 0 um2, Routed Antenna Nets 0, Max-Cap Viols 0, Slew HR 32.9%, HPWL Detailed 38300 um, GRT Overall Usage 40.9%, crit path max fanout 41, Die ar. 24200 um2, synthesis-to-layout area growth 11.9%, Power Density 25.4 nW/um2, core area 22800 um2, Placer Congestion 1.08, Critical Path RT 17.84 ns, Die Wd 155 um, final non-filler cell total 1741, # hold bufs at CTS 0, total number of vias 11630, Port Buffers 103, YS chip area 9420 um2, fin crit period 13.73 ns, initial antenna violation count 1, Worst Max-Slew Pin Slew 0.996 ns, I/O pins 103, Final Hold Viols 0, DRC violations left 0, Crit Path Category input port to output pin, Seq share, synth 0%, Final Core Density 46.1%, RSZ-0062 raised after global routing false, Tool Warnings 102, Data arrival, critical path 9.27 ns, first-pass GRT wire length 71900 um, Fin Setup TNS 0 ns, Netlist Area Pre-Place 9420 um2, maximum VDD drop 0.0144 mV, final setup violating endpoints 0, router iterations before antenna repair 5, Vias/cell 6.68, average wire per standard cell 28.0 um, Cells after Synth 1413, highest clock rate 72.8 MHz, Cell Type Count 76
area by class of cell:
cell class         count  area [um2]
fillers             2392       12300
inverters            102         383
multi-input cells   1200        8590
well taps            313         392
repair buffers       126        1180
worst paths after layout:
check	startpoint	end	slack, ns	cells after the start
worst min-delay path	A[31]	Over	10.0	4
worst max-delay path	A[4]	C[30]	8.57	13
cell usage in the layout, fill, tap and decap left out, types with 12 or more instances in the layout:
master and instances:
a211oi_1 23, nor3_1 34, o21ai_0 110, a21oi_1 138
ha_1 102, a31oi_1 20, buf_4 24, o211ai_1 22
mux4_2 39, nand2_1 128, xnor2_1 15, or3_1 17
mux2_2 15, a21o_1 13, o22ai_1 35, o21bai_1 14
clkdlybuf4s50_1 97, nor2_1 162, a221oi_1 17, mux2i_1 68
and3_1 14, inv_1 99, nand3_1 23, o31ai_1 12
routing by layer:
layer / up-vias / track usage [%] / wire length [um]
li1: 5320 / - / -
met2: 684 / 65.2 / 22300
met3: 103 / 6.52 / 4200
met1: 5521 / 55.9 / 20200
met5: - / 0 / 13
met4: 2 / 15.2 / 2180
where the power goes:
part / switching [mW] / internal [mW] / leakage, nW / total (mW)
registers: 0 / 0 / 0 / 0
logic: 0.168 / 0.0991 / 4.31 / 0.267
clock network: 0 / 0 / 0 / 0
total: 0.168 / 0.0991 / 4.31 / 0.267
metrics by stage:
stage	hold slack [ns]	cell area (um2)	setup WS, ns
finish	10.0	10500	8.57
global route	10.03	10500	8.35
CTS	9.99	10500	8.78
detailed placement	9.98	10500	8.84
global placement	10.00	10500	8.82
floorplan	9.05	9420	10.28
cells in the mapped netlist (6+ instances only):
library cell / instances / area [um2]
a211oi_1: 23 / 173
a21boi_0: 8 / 60.1
a21o_1: 13 / 97.6
a21oi_1: 138 / 691
a221o_1: 7 / 70.1
a221oi_1: 17 / 149
a311oi_1: 7 / 61.3
a31oi_1: 20 / 125
and2_1: 6 / 37.5
and3_1: 14 / 87.6
buf_1: 14 / 52.6
buf_2: 28 / 140
clkbuf_1: 66 / 248
ha_1: 102 / 1280
inv_1: 99 / 372
mux2_2: 15 / 169
mux2i_1: 68 / 681
mux4_2: 39 / 878
nand2_1: 128 / 480
nand2b_1: 6 / 37.5
nand3_1: 23 / 115
nand4_1: 11 / 68.8
nor2_1: 162 / 608
nor2b_1: 8 / 50.1
nor3_1: 35 / 175
nor4_1: 12 / 75.1
o2111ai_1: 7 / 61.3
o211ai_1: 22 / 165
o21a_1: 9 / 67.6
o21ai_0: 110 / 551
o21bai_1: 14 / 105
o221ai_1: 8 / 70.1
o22ai_1: 35 / 219
o31ai_1: 12 / 90.1
o32ai_1: 8 / 70.1
or3_1: 17 / 106
xnor2_1: 15 / 131
cells by family after synthesis:
kind of cell    count (synthesis)  share of synthesized area (%)
simple gates                  448                           21.9
fa+ha+maj                     104                           14.0
buf+inv                       213                           8.98
mux                           122                           18.4
compound gates                508                           35.1
xor+xnor                       18                           1.67
worst max-delay path: stages:
cell and delay, ns:
clkdlybuf4s50_1 0.46, buf_4 0.41, inv_2 0.35, ha_1 0.65, nand3_1 0.16, a21boi_0 0.24
o311ai_0 0.21, nand2_1 0.12, o21ai_0 0.22, o41ai_1 0.88, o221ai_1 0.25, a211oi_1 0.30
clkdlybuf4s50_1 0.51
Power is estimated from default activity; no workload was simulated.
